## run.sh

```bash
#!/bin/bash
# OpenROAD 26Q1-2900-gdf79404cd8, Yosys 0.63+post, stock flow scripts
make -C /OpenROAD-flow-scripts/flow DESIGN_CONFIG=/design/flow/config.mk WORK_HOME=/design/flow/orfs finish
```

## config.mk

```make
export PLATFORM = sky130hd
export DESIGN_NAME = BranchTargetBuffer
export DESIGN_NICKNAME = BranchTargetBuffer
export VERILOG_FILES = /design/flow/design.v
export SDC_FILE = /design/flow/constraint.sdc
export NUM_CORES = 4
export LEC_CHECK = 1
export CORE_UTILIZATION = 40
```

## constraint.sdc

```tcl
current_design BranchTargetBuffer

set clk_period 11.5
set clk_io_pct 0.2

create_clock -name clk0 -period $clk_period [get_ports {clk}]

set non_clock_inputs [all_inputs -no_clocks]
set_input_delay [expr $clk_period * $clk_io_pct] -clock clk0 $non_clock_inputs
set_output_delay [expr $clk_period * $clk_io_pct] -clock clk0 [all_outputs]
```

## design.v

```verilog
module BranchTargetBuffer (
    input reset, 
    input clk, 
    input [4:0] read_index,
    input [4:0] update_index,
    input [24:0] update_tag,
    input [31:0] update_target_pc,
    input update_is_valid,
    input update_is_jump_or_branch,
    output reg is_valid,
    output reg [24:0] tag,
    output reg [31:0] target_pc
);
    reg [24:0] tag_table [0:31];
    reg valid_bit_table [0:31];
    reg [31:0] branch_target_buffer_table [0:31];
    integer i;
    always @(*) begin
        tag = tag_table[read_index];
        target_pc = branch_target_buffer_table[read_index];
        is_valid = valid_bit_table[read_index];
    end
    always @(posedge clk) begin
        if(reset) begin
            for(i = 0 ; i<32; i = i+1)
                tag_table[i] <= 25'b0;
                valid_bit_table[i] <= 1'b0;
                branch_target_buffer_table[i] <= 32'b0;
        end
        else begin
            if(update_is_jump_or_branch) begin
                tag_table [update_index] <= update_tag;
                valid_bit_table[update_index] <= 1;
                branch_target_buffer_table[update_index] <= update_target_pc;
            end
        end
    end
endmodule
```

==> impl_metrics.toml <==
# yosys + openroad results
[clock_tree]
clk_pin_slew_ns = 0.06
post_cts_buffers = 0
htree_levels = 4
holdBufCountCts = 0
cts-root-buf = "clkbuf_16"
clockBufferDepth = 3
cts_resized = 0
cts.sinks = 1856
cts_tree = "built"
cts_buffers = 188

[floorplanning]
die_w_um = 444
die-area_mm2 = 0.197
die_y_um = 444
rows = 161
core_mm2 = 0.193
io_pins = 129
initCoreUtil_pct = 40.5

[worst_hold_path]
hold_path.class = "in2reg"

[synth]
syn-instance-count = 5011
synthTopCellsByArea = "edfxtp_1 (71%), mux2i_1 (12%), and2_1 (6.7%)"
synth_chip_area_mm2 = 0.0783
yosysUniqueCellTypes = 30
synth-edff-count = 1856
synth.most_common_cell = "edfxtp_1"
syn_area_mm2 = 0.0783
yosysCellCount = 5011
yosysTopAreaCell = "edfxtp_1"
top_cell_area_share_pct = 71.2
ff_type = "edfxtp_1"
syn_avg_cell_area_um2 = 15.6
synthArstFlopShare_pct = 0
seq_area_frac_synth_pct = 71.2
common_cells = "edfxtp_1 (1856), mux2i_1 (928), and2_1 (833)"
synth_flops = 1856
yosys_warnings = 1

[timing]
tightest_slew_ns = 0.962
finalHoldWorstSlack_ns = 2.43
rsz0062_at_grt = "no"
worst_slack_ns = 3.16
period_used_pct = 72.5
relSlewSlack_pct = 35.9
post-route-min-period_ns = 8.34
setup_violations = 0
setup_tns_ns = 0
finalMaxSlewViolations = 0
max_freq_ghz = 0.120
finalHoldViolCount = 0

[pwr]
p_leak_nw = 29.8
power_per_cell_area_mw_per_mm2 = 163
irDropWorstVdd_mv = 0.143
finalPower_mw = 14.3

[setup_path]
crit_family = "buffers and inverters"
start_kind = "input port"
slowest_stage = "buf_4"
cp_max_fo = 34
endpoint_kind = "primary output"
max_stage_delay_ns = 0.63
path_class = "in2out"
path_cells = "clkdlybuf4s50_1 > nor2b_4 > buf_4 > buf_4 > a22o_1 > nor3_1 > a31oi_1 > nand3_1 > clkdlybuf4s50_1"
cp.buffers_inverters = 4
cp.required_ns = 9.20
arrival_ns = 6.04

[flow_run]
warnings = 27
cap_violations = 0

[drt]
viasPerCell = 5.39
wl_met1_um = 73600
first_pass_iters = 5
dr_wl_met3_um = 28100
wl_met2_um = 97600
drc = 0
vias = 42200
drt-initial-drc-count = 2711
routed.top_layer = "met5"
final_antenna_net_count = 0
routedWlPerCell_um = 26.2
routed_wl_um = 205000

[global_routing]
grt_pass1_wl_um = 297000
grt_max_degree = 93
grt-ovfl-total = 0
grt_usage_pct = 22.6
grt_pass1_vias = 43900
antenna_found_initial = 10

[place]
dp_hpwl_um = 112000
preCtsSetupSlack_ns = 3.09
place.gp.congestion = 0.845
dp_cells = 7467
port_buffers = 127

[layout]
drive_gt1_share_pct = 9.78
fin_cells = 7818
syn_to_final_growth_pct = 12.7

[outcome]
status = "finished clean"
-- power breakdown --
part	switching, mW	total (mW)	internal, mW
logic	0.559	0.855	0.297
clock network	2.52	5.82	3.30
registers	0.0433	7.66	7.62
-- cell type report --
type | instances | area (um2)
clock buffers | 229 | 4900
fillers | 16300 | 105000
clock inverters | 116 | 947
well taps | 2526 | 3160
repair buffers | 308 | 2770
flip-flops and latches | 1856 | 55700
multi-input cells | 2777 | 20700
diodes | 6 | 15.0
-- sequential cells by signal (all words and copies together), names as in the netlist --
signal                      flops
tag_table                     800
valid_bit_table                32
branch_target_buffer_table   1024
-- cell usage in the layout, fill, tap and decap left out, drive strengths merged --
cell and n:
o21bai 2, inv 10, nand2b 2, or3 1, clkinvlp 3, nor3 58, nand3b 5, clkinv 91
clkdlybuf4s50 126, nor2 35, nor2b 3, or2 32, a22o 116, and2 833, a31oi 58, buf 182
a21oi 174, a22oi 174, mux2i 928, edfxtp 1856, or3b 2, diode 6, bufinv 12, nand2 178
clkbuf 229, nand3 176
-- per-layer routing --
metal	track usage (%)	vias up
met5	1.22	-
met4	5.04	12
met3	13.8	317
met2	34.0	2124
met1	29.0	20600
li1	-	19200
-- path summary, 6_finish.rpt --
path | slack (ns) | cells past startpoint | startpoint | endpoint
worst min-delay path | 2.43 | 3 | update_target_pc[20] | branch_target_buffer_table[15][20]$_DFFE_PP_
worst max-delay path | 3.16 | 9 | read_index[1] | tag[19]
-- cells by family after synthesis --
group                  after synthesis  synth area share [%]
DFF                               1856                  71.2
muxes                              928                  11.9
and+or+nand+nor                   1325                  9.89
buffers and inverters              378                  2.45
AOI/OAI and AO/OA                  524                  4.56
-- stage by stage --
| step | cell area, um2 | utilization (%) |
|---|---|---|
| 2_1_floorplan | 78300 | - |
| 3_3_place_gp | 82400 | 42.6 |
| 3_5_place_dp | 82400 | 42.6 |
| 4_1_cts | 88200 | 45.6 |
| 5_1_grt | 88200 | 45.6 |
| 6_report | 88200 | 45.6 |
No activity file was given, so power comes from the tool's default toggle rates.
