### config.mk
export PLATFORM = sky130hd
export DESIGN_NAME = PatternHistoryTable
export DESIGN_NICKNAME = PatternHistoryTable
export VERILOG_FILES = /design/flow/design.v
export SDC_FILE = /design/flow/constraint.sdc
export NUM_CORES = 4
export LEC_CHECK = 1
export CORE_UTILIZATION = 40
### constraint.sdc
current_design PatternHistoryTable

set clk_period 11.7
set clk_io_pct 0.2

create_clock -name clk0 -period $clk_period [get_ports {clk}]

set non_clock_inputs [all_inputs -no_clocks]
set_input_delay [expr $clk_period * $clk_io_pct] -clock clk0 $non_clock_inputs
set_output_delay [expr $clk_period * $clk_io_pct] -clock clk0 [all_outputs]
### design.v
module PatternHistoryTable (
    input reset, 
    input clk, 
    input [4:0] predict_index,
    input [4:0] real_index,
    input real_is_jump_or_branch,
    input real_is_taken,
    output reg predict_is_taken
);
    reg [1:0] counter_table [0:31];
    integer i;
    always @(*) begin
        predict_is_taken = counter_table[predict_index] == 2'b10 || counter_table[predict_index] == 2'b11;
    end
    always @(posedge clk) begin
        if(reset) begin
            for(i = 0 ; i<32; i = i+1)
                counter_table[i] <= 2'b00;
        end
        else begin
            if(real_is_jump_or_branch) begin
                case(counter_table[real_index])
                    2'b11: begin
                        if(real_is_taken) counter_table[real_index] <= 2'b11;
                        else counter_table[real_index] <= 2'b10;
                    end
                    2'b10: begin
                        if(real_is_taken) counter_table[real_index] <= 2'b11;
                        else counter_table[real_index] <=  2'b01;
                    end
                    2'b01: begin
                        if(real_is_taken) counter_table[real_index] <= 2'b10;
                        else counter_table[real_index] <=  2'b00;
                    end
                    2'b00: begin
                        if(real_is_taken) counter_table[real_index] <= 2'b01;
                        else counter_table[real_index] <=  2'b00;
                    end
                endcase
            end
        end
    end
endmodule
### run.sh
#!/bin/bash
# OpenROAD 26Q1-2900-gdf79404cd8, Yosys 0.63+post, stock flow scripts
make -C /OpenROAD-flow-scripts/flow DESIGN_CONFIG=/design/flow/config.mk WORK_HOME=/design/flow/orfs finish
==> run_results.csv <==
group,metric,value,unit
outcome,status,"complete, no violations",
cells_and_area,largestRegisters,"counter_table x64",
synthesis,top_area_cell,"edfxtp_1",
worst_hold_path,hold_start,"counter_table[25][0]$_SDFFCE_PN0P_",
synthesis,yosys-stat-area,3620,µm²
global_routing,grt_pass1_vias,2291,
synthesis,synth_simple_gate_area_share,0.215,
setup_path,regToRegEndpoint,"counter_table[1][1]$_SDFFCE_PN0P_",
setup_path,start_kind,"input port",
setup_path,timing.rr.start,"counter_table[9][1]$_SDFFCE_PN0P_",
global_routing,gr-usage-all-layers,0.185,
synthesis,synth_cells,290,
floorplanning,dieWidth,97.2,µm
sta,clock_skew,0.00802,ns
floorplanning,io_pins,15,
synthesis,ys_warn_count,1,
synthesis,aoi_share,0.0131,
sta,period_used_share,0.612,
cells_and_area,seq_area,1920,µm²
setup_path,reg2reg_depth,7,
synthesis,most_common_cell,"edfxtp_1",
sta,slew_headroom,0.352,
setup_path,critPathKind,"input port to output port",
setup_path,crit_arrival,4.82,ns
cts,cts_root_buffer,"clkbuf_8",
drt,first_pass_iters,4,
cells_and_area,comb_area,1580,µm²
worst_hold_path,hold_class,"register to register",
placement,gp_congestion,0.813,
synthesis,yosysUniqueCellTypes,28,
synthesis,synth_top_area_share,0.530,
synthesis,top_logic_kind,"simple AND/OR/NAND/NOR gates",
synthesis,synth.area.top_cells,"edfxtp_1 (53%), mux4_2 (14%), nand2b_1 (6.0%), nor2_2 (5.2%), nor2_1 (4.4%)",
cells_and_area,largest_reg_flops,64,
run,cap_violations,0,
sta,tns,0,ns
cts,h-tree-depth,3,
sta,drv_slew,0,
drt,drt_wl_total,7740,µm
power_and_ir_drop,peakVddDrop,43.4,µV
sta,rsz0062_at_grt,"no",
sta,worst_pin_slew,0.970,ns
synthesis,synthArstFlopShare,0,
power_and_ir_drop,power.leakage,0.00141,µW
sta,min_period,7.16,ns
cells_and_area,final.fill_count,783,
synthesis,ys_sh_xor,0,
synthesis,syn-cell-area,3620,µm²
cts,clk_pin_slew,0.07,ns
cells_and_area,area_delta_synth_final,10.8,%
synthesis,ys_sh_adder,0.00552,
drt,antenna_cells,0,
floorplanning,rows,34,
drt,viasPerCell,5.39,
cts,postCtsSetupBuffers,0,
setup_path,end_kind,"output port",
synthesis,synth_seq_share,0.530,
cts,post_cts_resized,0,
power_and_ir_drop,power.density,127,nW/µm²
setup_path,cp_data_required_time,9.36,ns
cts,clock_sinks,64,
global_routing,grt_max_degree,35,
placement,hpwl,5430,µm
sta,fmax,140,MHz
worst_hold_path,min_to,"counter_table[28][1]$_SDFFCE_PN0P_",
placement,placed_cells,400,
synthesis,synth_flops,64,
synthesis,post_synth.cell_area_avg,12.5,µm²
cts,clkLatencyLatePin,0.34,ns
floorplanning,fp_util,0.413,
sta,hold_viol_final,0,
synthesis,edf_count,64,
floorplanning,core,8760,µm²
setup_path,worst-path-max-fanout,8,
cells_and_area,fin_cells,416,
floorplanning,die_height,97.2,µm
synthesis,top_cells_by_count,"edfxtp_1 (64), nor2_1 (42), nand2_1 (35), nand2b_1 (35), nor2_2 (30)",
run,warnings,25,
drt,vias,2243,
cts,numCtsBuffers,9,
global_routing,antenna_found_initial,0,
synthesis,flop_cell,"edfxtp_1",
setup_path,r2r_setup_slack,9.00,ns
drt,routedWlPerCell,18.6,µm
global_routing,grt_pass1_wl,12500,µm
floorplanning,die_area,9440,µm²
worst_hold_path,min_path_cells,7,
cells_and_area,final_layout_size_suffix_gt1_frac,0.282,
global_routing,overflow,0,
synthesis,mux_share,0.199,
drt,post-route-drc-count,0,
cts,clockBufferDepth,2,
cells_and_area,top_register,"counter_table",
cts,hold_buffers,0,
sta,setup-violations-final,0,
placement,numPortBuffers,14,
drt,ant_nets,0,
cts,cts_tree,"yes",
synthesis,ys_cells,290,
drt,drt_iter0_drc,113,
routing by layer:
layer / vias up / track usage / wire, µm
met5: - / 0 / 0
met3: 8 / 0.0747 / 694
li1: 1059 / - / -
met4: 0 / 0.0241 / 109
met2: 75 / 0.265 / 3380
met1: 1101 / 0.294 / 3550
metrics by stage:
stage          worst slack, ns  hold slack, ns  instance area [µm²]  total power (µW)   util
2_1_floorplan             5.35            1.06                 3620               315      -
3_3_place_gp              4.53            1.45                 3830               334  0.437
3_5_place_dp              4.50            1.45                 3830               334  0.437
4_1_cts                   4.50            1.47                 4010               512  0.458
5_1_grt                   4.41            1.53                 4010               528  0.458
6_report                  4.54            1.45                 4010               509  0.458
where the power goes:
| part | switching (µW) | total, µW | internal (µW) |
|---|---|---|---|
| Sequential | 4.94 | 266 | 261 |
| Combinational | 34.3 | 63.0 | 28.7 |
| Clock | 82.5 | 180 | 97.5 |
cells by family (layout without fill, tap and decap cells):
logic type / count (synthesis) / after routing
adder cells (fa/ha/maj): 2 / 2
buffers and inverters: 21 / 39
AND-OR/OR-AND: 5 / 5
flip-flops: 64 / 64
AND/OR/NAND/NOR: 156 / 156
multiplexers: 42 / 42
cell usage in the layout (no fill, tap or decap), types with 3 or more instances in the layout:
master	netlist	routed
mux2_1	5	5
buf_4	2	7
nand2_1	35	35
nand3_1	4	4
clkdlybuf4s50_1	0	14
nor2_1	42	42
clkbuf_1	6	3
nor2_2	30	30
edfxtp_1	64	64
clkbuf_8	0	9
nor3_1	4	4
clkinv_2	0	3
mux2_2	12	12
mux4_2	22	22
nand2b_1	35	35
area by class of cell:
cell class	count	area share
well taps	108	0.0337
inverters	2	0.00187
multi-input cells	205	0.393
repair buffers	21	0.0480
flip-flops and latches	64	0.479
clock inverters	4	0.0112
clock buffers	12	0.0337
worst max path at each step:
stage                      end  slack (ns)              from
CTS           predict_is_taken        4.50  predict_index[0]
global route  predict_is_taken        4.41  predict_index[0]
finish        predict_is_taken        4.54  predict_index[0]
critical path: stages:
cell,delay [ns]
clkdlybuf4s50_1,0.78
mux4_2,0.56
mux4_2,0.47
mux2_2,0.27
clkdlybuf4s50_1,0.40
Power and IR drop assume default switching activity.
